File: /design/flow/config.mk
export PLATFORM = sky130hd
export DESIGN_NAME = fifo_rx
export DESIGN_NICKNAME = fifo_rx
export VERILOG_FILES = /design/flow/design.v
export SDC_FILE = /design/flow/constraint.sdc
export NUM_CORES = 4
export LEC_CHECK = 1
export CORE_UTILIZATION = 50
File: /design/flow/constraint.sdc
current_design fifo_rx

set clk_period 6.8
set clk_io_pct 0.2

create_clock -name clk0 -period $clk_period [get_ports {clk}]

set non_clock_inputs [all_inputs -no_clocks]
set_input_delay [expr $clk_period * $clk_io_pct] -clock clk0 $non_clock_inputs
set_output_delay [expr $clk_period * $clk_io_pct] -clock clk0 [all_outputs]
File: /design/flow/design.v
`timescale 1ps/1ps
module fifo_rx #(
  parameter integer WIDTH = 32,
  parameter integer DEPTH = 16
)(
  input  wire                   clk,
  input  wire                   resetn,
  input  wire                   wr_en_i,
  input  wire [WIDTH-1:0]       wr_data_i,
  output wire                   full_o,
  output wire [$clog2(DEPTH):0] level_o,
  input  wire                   rd_en_i,
  output wire [WIDTH-1:0]       rd_data_o,
  output wire                   empty_o
);
  reg [WIDTH-1:0] mem [0:DEPTH-1];
  reg [$clog2(DEPTH)-1:0] wr_ptr, rd_ptr;
  reg [$clog2(DEPTH):0]   count;
  assign full_o   = (count == DEPTH[$clog2(DEPTH):0]);
  assign empty_o  = (count == {($clog2(DEPTH)+1){1'b0}});
  reg [WIDTH-1:0] rd_data_r;
  assign rd_data_o = mem[rd_ptr];
  assign level_o   = count;
  always @(posedge clk or negedge resetn) begin
    if (!resetn) begin
      wr_ptr <= {($clog2(DEPTH)){1'b0}};
      rd_ptr <= {($clog2(DEPTH)){1'b0}};
      count  <= {($clog2(DEPTH)+1){1'b0}};
      rd_data_r <= {WIDTH{1'b0}};
    end else begin
      if (wr_en_i && !full_o) begin
        mem[wr_ptr] <= wr_data_i;
        wr_ptr <= wr_ptr + {{($clog2(DEPTH)-1){1'b0}},1'b1};
      end
      if (rd_en_i && !empty_o) begin
        rd_data_r <= mem[rd_ptr];
        rd_ptr <= rd_ptr + {{($clog2(DEPTH)-1){1'b0}},1'b1};
      end
      case ({wr_en_i && !full_o, rd_en_i && !empty_o})
        2'b10: count <= count + {{($clog2(DEPTH)){1'b0}},1'b1};
        2'b01: count <= count - {{($clog2(DEPTH)){1'b0}},1'b1};
        default: count <= count;
      endcase
    end
  end
endmodule
File: /design/flow/run.sh
#!/bin/bash
# OpenROAD 26Q1-2900-gdf79404cd8, Yosys 0.63+post, stock flow scripts
make -C /OpenROAD-flow-scripts/flow DESIGN_CONFIG=/design/flow/config.mk WORK_HOME=/design/flow/orfs finish
==> run notes <==
yosys + openroad results -> Clock Sink Count 525, Area leader share 0.763, internal power between 6 and 7 mW, Required @ worst endpoint 5.44 ns, die extent in y 203 µm, final-report max-slew violation count 0, peak supply drop 250 µV, fp util 0.507, Synthesized registers 525, first-pass GRT wire length 71.1 mm, Compound Share, Synth 0.123, Crit Reg-Reg Startpoint count[0], top cells by count edfxtp_1 (512), nor2_1 (85), a21oi_1 (82), Largest logic family AND-OR/OR-AND gates, vias 11400, grt ovf 0, post-layout min period 5.37 ns, setup TNS 0 ns, Log Warnings 31, Gate power share 0.323, CTS clk-pin slew, worst paths ~0.06 ns, Post-route DRC 0, area grow syn2layout 15.7%, Hold Crit Start count[4], wire length per cell 25.1 µm, Syn Area/Cell 16.4 µm², share of layout cells above drive strength 1 0.103, Worst setup EP type output port, post-CTS setup buffers 0, CP Launch Type register, fmax 0.186 GHz, Pleak 7.49 nW, Synth mux share 0.0224, Util after Layout 0.587, final hold violation count 0, input/output buffers 74, DRT Wirelength 47.1 mm, outcome complete, no violations, yosys cell count 1227, largest net degree at the start of global routing 60, Sw Pwr 3.16 mW, Max clock buf depth 3, Critical path origin rd_ptr[0], maxcap violations 0, WS Path Type register to output port, H-tree levels 2, Power Density between 400 and 500 mW/mm², Hold Buf Count CTS 0, dominant cell type by area after synthesis edfxtp_1, slew margin rel. 0.434, Post-CTS Resized 0, xor/xnor share 0.00435, YS chip area approximately 0.020 mm², initial antenna violation count 2, Clock Power Share 0.281, drt via density a little over 6, # setup viols final 0, asr flop ratio synth 0.0248, DPL Wire Length 25.3 mm, initial drt markers 740, vias in the first global route around 12000, number of synthesized flops with an enable pin 512, Net Sw Frac 0.318, Num CTS Buffers 53, Insertion Delay late pin between 0.5 and 0.6 ns, gpl congestion approximately 0.81, adder share 0.00845, Commonest flop edfxtp_1, Synth Seq Share 0.780, global router's overall resource usage 0.263, post-synthesis instance area around 0.020 mm², CTS Root Cell clkbuf_16, Synth warnings 2, Flop pwr share 0.395, Worst Path Max Fanout 25, Cell area leaders edfxtp_1 (76%), a22oi_1 (2.7%), mux2i_1 (2.2%), die width 203 µm, Worst EP arrival 4.01 ns, Mapped Cells about 1200, Clock Skew 0.0225 ns, worst-margin pin slew 0.847 ns, io pins 75, reg2reg setup slack 3.69 ns, and+or+nand+nor area frac 0.0417, Unique cell types 47, DRT Pass-1 Iters 5, Rows about 73, cell with the most instances after synthesis edfxtp_1, Final Cycle Share 0.790, Hold Path Class register to register, post-route ant nets 0, core area 0.0397 mm², CTS tree done, RSZ-0062 raised after global routing false, total die area between 0.04 and 0.05 mm²
==> final cells by class <==
cell class / instances / area (µm²)
Multi-Input combinational cell: 603 / 4160
Clock buffer: 74 / 1490
Inverter: 12 / 45.0
Antenna cell: 1 / 2.50
Sequential cell: 525 / 15700
Clock inverter: 25 / 190
Timing Repair Buffer: 116 / 1060
Tap cell: 525 / 657
Fill cell: 2909 / 16400
==> placed cells by master (no fill, tap or decap), types with 6 or more instances in the layout <==
master,count
a31oi_1,15
nor2_1,73
xnor2_1,8
dfrtp_1,11
buf_4,42
nand3_1,20
mux2i_1,45
a221oi_1,37
a22o_1,20
a211o_1,7
clkinv_1,14
a22oi_1,73
clkbuf_16,55
o32a_1,9
clkbuf_1,15
ha_1,8
nor2b_1,6
edfxtp_1,512
a21oi_1,82
a222oi_1,13
a2111oi_0,21
o22ai_1,17
clkinv_2,6
a311oi_1,12
nand3b_1,7
nand2_1,59
o21ai_0,17
nor2_4,12
inv_1,12
clkdlybuf4s50_1,74
a21o_1,8
==> critical path, cell delays in order, from the launching register on <==
cell and delay [ns]:
dfrtp_1 0.43, inv_1 0.19, ha_2 0.49, buf_4 0.34
a2111o_2 0.62, buf_4 0.39, o21ai_0 0.13, o32a_1 0.39
clkdlybuf4s50_1 0.41
==> metal layers <==
metal	GRT usage	share of wire	vias up
met1	0.400	0.38	5485
met5	0.0226	0.0026	-
met2	0.356	0.45	664
met4	0.0408	0.018	6
met3	0.176	0.15	76
li1	-	-	5121
==> power by group through the flow <==
stage / Clock [mW] / Combinational [mW] / Sequential [mW]
after CTS: 2.84 / 3.23 / 3.92
after global routing: 2.96 / 3.54 / 3.94
final: 2.79 / 3.20 / 3.92
==> metrics by stage <==
step / worst slack (ns) / area [µm²] / std cells / power (mW) / hold WS, ns
after floorplan: 2.20 / 20100 / 1227 / 5.75 / 0.466
after global placement: 2.04 / 21600 / 1781 / 7.19 / 0.547
after detailed placement: 2.02 / 21600 / 1781 / 7.20 / 0.552
after global routing: 1.17 / 23300 / 1881 / 10.4 / 0.589
after CTS: 1.38 / 23300 / 1880 / 9.99 / 0.558
final: 1.43 / 23300 / 1881 / 9.91 / 0.546
==> cell families after synthesis <==
group | count (synthesis)
mux | 45
fa+ha+maj | 13
buf+inv | 99
simple gates | 195
flops | 525
xor+xnor | 10
compound gates | 340
==> sequential cells by signal, summed over array words and instances, names as in the netlist <==
signal	count
count	5
mem	512
rd_ptr	4
wr_ptr	4
==> worst paths after layout <==
check,to,cells after the start
max reg2reg,count[4],11
min in group asynchronous,count[3],2
min reg2reg,count[4],1
max in group asynchronous,rd_ptr[3],2
min,count[4],1
max,rd_data_o[8],8
Power and IR drop assume default switching activity.
