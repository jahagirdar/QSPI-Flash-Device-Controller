==> design.v <==
`timescale 1ps/1ps
module dma_engine #(
  parameter integer ADDR_WIDTH    = 32,
  parameter integer TX_FIFO_DEPTH = 16,
  parameter integer LEVEL_WIDTH   = 5
)(
  input  wire                    clk,
  input  wire                    resetn,
  input  wire                    dma_en_i,
  input  wire                    dma_dir_i,
  input  wire [3:0]              burst_size_i,
  input  wire                    incr_addr_i,
  input  wire [ADDR_WIDTH-1:0]   dma_addr_i,
  input  wire [31:0]             dma_len_i,
  input  wire [LEVEL_WIDTH-1:0]  tx_level_i,
  output wire [31:0]             fifo_tx_data_o,
  output wire                    fifo_tx_we_o,
  input  wire [LEVEL_WIDTH-1:0]  rx_level_i,
  input  wire [31:0]             fifo_rx_data_i,
  output wire                    fifo_rx_re_o,
  output reg                     dma_done_set_o,
  output reg                     axi_err_o,
  output wire                    busy_o,
  output wire [ADDR_WIDTH-1:0]   awaddr_o,
  output wire                    awvalid_o,
  input  wire                    awready_i,
  output wire [31:0]             wdata_o,
  output wire                    wvalid_o,
  output wire [3:0]              wstrb_o,
  input  wire                    wready_i,
  input  wire                    bvalid_i,
  input  wire [1:0]              bresp_i,
  output wire                    bready_o,
  output wire [ADDR_WIDTH-1:0]   araddr_o,
  output wire                    arvalid_o,
  input  wire                    arready_i,
  input  wire [31:0]             rdata_i,
  input  wire                    rvalid_i,
  input  wire [1:0]              rresp_i,
  output wire                    rready_o
);
  localparam [LEVEL_WIDTH-1:0] TX_DEPTH_LEVEL = TX_FIFO_DEPTH[LEVEL_WIDTH-1:0];
  wire tx_full  = (tx_level_i == TX_DEPTH_LEVEL);
  wire rx_empty = (rx_level_i == {LEVEL_WIDTH{1'b0}});
  reg                     incr_addr_r;
  reg [3:0]               burst_size_r;
  reg [ADDR_WIDTH-1:0]    addr_r;
  reg [31:0]              rem_bytes_r;
  reg                     busy_r;
  reg [31:0]              burst_len_r;
  assign busy_o = busy_r & dma_en_i;
  reg dma_en_d;
  wire start_pulse = dma_en_i & ~dma_en_d;
  always @(posedge clk) begin
    if (!resetn)
      dma_en_d <= 1'b0;
    else
      dma_en_d <= dma_en_i;
  end
  wire [31:0] rem_words_w   = rem_bytes_r >> 2;
  wire [3:0]  burst_words_w = (burst_size_r == 4'd0) ? 4'd1 : burst_size_r;
  wire        rem_lt_burst  = (rem_words_w < burst_words_w);
  wire [3:0]  beats_w       = rem_lt_burst ? rem_words_w[3:0] : burst_words_w;
  wire [31:0] len_w         = {28'd0, beats_w} << 2;
  wire [LEVEL_WIDTH-1:0] beats_level = {{(LEVEL_WIDTH-4){1'b0}}, beats_w};
  wire tx_space_ok = (tx_level_i <= (TX_DEPTH_LEVEL - beats_level));
  wire rx_data_ok  = (rx_level_i >= beats_level);
  reg  rd_start, wr_start;
  wire rd_done,  wr_done;
  wire [ADDR_WIDTH-1:0] araddr_w, awaddr_w;
  wire arvalid_w, rready_w;
  wire awvalid_w, wvalid_w, bready_w;
  wire [31:0] data_out_w, wdata_w;
  wire [3:0]  wstrb_w;
  wire        wr_en_w, rd_en_w;
  axi_read_block u_axi_read_block (
    .clk          (clk),
    .reset        (~resetn),
    .start        (rd_start),
    .addr         (addr_r),
    .transfer_size(burst_len_r[15:0]),
    .araddr       (araddr_w),
    .arvalid      (arvalid_w),
    .arready      (arready_i),
    .rvalid       (rvalid_i),
    .rdata        (rdata_i),
    .rready       (rready_w),
    .data_out     (data_out_w),
    .wr_en        (wr_en_w),
    .full         (tx_full),
    .busy         (),
    .done         (rd_done)
  );
  axi_write_block u_axi_write_block (
    .clk          (clk),
    .reset        (~resetn),
    .start        (wr_start),
    .addr         (addr_r),
    .transfer_size(burst_len_r[15:0]),
    .awaddr       (awaddr_w),
    .awvalid      (awvalid_w),
    .awready      (awready_i),
    .wdata        (wdata_w),
    .wvalid       (wvalid_w),
    .wstrb        (wstrb_w),
    .wready       (wready_i),
    .bvalid       (bvalid_i),
    .bready       (bready_w),
    .data_in      (fifo_rx_data_i),
    .empty        (rx_empty),
    .rd_en        (rd_en_w),
    .busy         (),
    .done         (wr_done)
  );
  assign araddr_o       = araddr_w;
  assign arvalid_o      = arvalid_w;
  assign rready_o       = rready_w;
  assign fifo_tx_data_o = data_out_w;
  assign fifo_tx_we_o   = wr_en_w;
  assign awaddr_o       = awaddr_w;
  assign awvalid_o      = awvalid_w;
  assign wdata_o        = wdata_w;
  assign wvalid_o       = wvalid_w;
  assign wstrb_o        = wstrb_w;
  assign bready_o       = bready_w;
  assign fifo_rx_re_o   = rd_en_w;
  localparam S_IDLE    = 3'd0,
             S_WAIT_RD = 3'd1,
             S_RUN_RD  = 3'd2,
             S_WAIT_WR = 3'd3,
             S_RUN_WR  = 3'd4,
             S_DONE    = 3'd5;
  reg [2:0] state;
  always @(posedge clk) begin
    if (!resetn) begin
      state           <= S_IDLE;
      dma_done_set_o  <= 1'b0;
      axi_err_o       <= 1'b0;
      busy_r          <= 1'b0;
      incr_addr_r     <= 1'b0;
      burst_size_r    <= 4'd0;
      addr_r          <= {ADDR_WIDTH{1'b0}};
      rem_bytes_r     <= 32'd0;
      burst_len_r     <= 32'd0;
      rd_start        <= 1'b0;
      wr_start        <= 1'b0;
    end else begin
      dma_done_set_o <= 1'b0;
      rd_start       <= 1'b0;
      wr_start       <= 1'b0;
      if (!dma_en_i && !busy_r) begin
        state     <= S_IDLE;
        axi_err_o <= 1'b0;
      end else begin
      case (state)
        S_IDLE: begin
          axi_err_o <= 1'b0;
          if (start_pulse) begin
            incr_addr_r  <= incr_addr_i;
            burst_size_r <= burst_size_i;
            addr_r       <= dma_addr_i;
            rem_bytes_r  <= dma_len_i;
            busy_r       <= 1'b1;
            state        <= dma_dir_i ? S_WAIT_WR : S_WAIT_RD;
          end
        end
        S_WAIT_RD: begin
          if (rem_bytes_r == 0) begin
            state <= S_DONE;
          end else if (tx_space_ok) begin
            burst_len_r <= len_w;
            rd_start    <= 1'b1;
            state       <= S_RUN_RD;
          end
        end
        S_RUN_RD: begin
          if (rvalid_i && rready_o && rresp_i[1])
            axi_err_o <= 1'b1;
          if (rd_done) begin
            if (incr_addr_r)
              addr_r <= addr_r + burst_len_r;
            if (axi_err_o || (rem_bytes_r <= burst_len_r)) begin
              rem_bytes_r <= 32'd0;
              state       <= S_DONE;
            end else begin
              rem_bytes_r <= rem_bytes_r - burst_len_r;
              state       <= S_WAIT_RD;
            end
          end
        end
        S_WAIT_WR: begin
          if (rem_bytes_r == 0) begin
            state <= S_DONE;
          end else if (rx_data_ok) begin
            burst_len_r <= len_w;
            wr_start    <= 1'b1;
            state       <= S_RUN_WR;
          end
        end
        S_RUN_WR: begin
          if (bvalid_i && bready_o && bresp_i[1])
            axi_err_o <= 1'b1;
          if (wr_done) begin
            if (incr_addr_r)
              addr_r <= addr_r + burst_len_r;
            if (axi_err_o || (rem_bytes_r <= burst_len_r)) begin
              rem_bytes_r <= 32'd0;
              state       <= S_DONE;
            end else begin
              rem_bytes_r <= rem_bytes_r - burst_len_r;
              state       <= S_WAIT_WR;
            end
          end
        end
        S_DONE: begin
          dma_done_set_o <= 1'b1;
          busy_r        <= 1'b0;
          state         <= S_IDLE;
        end
        default: state <= S_IDLE;
      endcase
      end
    end
  end
endmodule
module axi_read_block (
    input  wire         clk,
    input  wire         reset,        
    input  wire         start,
    input  wire [31:0]  addr,
    input  wire [15:0]  transfer_size,
    output reg  [31:0]  araddr,
    output reg          arvalid,
    input  wire         arready,
    input  wire         rvalid,
    input  wire [31:0]  rdata,
    output reg          rready,
    output reg  [31:0]  data_out,
    output reg          wr_en,
    input  wire         full,
    output reg          busy,
    output reg          done
);
  localparam IDLE=2'd0, ADDR=2'd1, DATA=2'd2, RESP=2'd3;
  reg [1:0] state;
  reg [31:0] addr_reg;
  reg [15:0] count;
  reg arvalid_r;
  always @(posedge clk) begin
    if (reset) begin
      state   <= IDLE;
      araddr  <= 32'd0;
      arvalid <= 1'b0;
      arvalid_r <= 1'b0;
      rready  <= 1'b0;
      data_out<= 32'd0;
      wr_en   <= 1'b0;
      busy    <= 1'b0;
      done    <= 1'b0;
      addr_reg<= 32'd0;
      count   <= 16'd0;
    end else begin
      arvalid <= arvalid_r;
      rready  <= 1'b0;
      wr_en   <= 1'b0;
      done    <= 1'b0;
      busy    <= (state != IDLE);
      case (state)
        IDLE: begin
          if (start && !full && (transfer_size!=16'd0)) begin
            addr_reg <= {addr[31:2], 2'b00};
            count    <= 16'd0;
            araddr   <= {addr[31:2], 2'b00};
            arvalid_r<= 1'b1;
            state    <= ADDR;
          end
        end
        ADDR: begin
          if (arvalid && arready) begin
            arvalid_r <= 1'b0;
            rready <= 1'b1;
            state  <= DATA;
          end
        end
        DATA: begin
          if (rvalid && !full) begin
            data_out <= rdata;
            wr_en    <= 1'b1;
            rready   <= 1'b1;
            count    <= count + 16'd4;
            if (count + 16'd4 < transfer_size) begin
              addr_reg <= addr_reg + 32'd4;
              araddr   <= addr_reg + 32'd4;
              arvalid_r<= 1'b1;
              state    <= ADDR;
            end else begin
              state <= RESP;
            end
          end
        end
        RESP: begin
          done  <= 1'b1;
          state <= IDLE;
        end
      endcase
    end
  end
endmodule
module axi_write_block (
    input  wire         clk,
    input  wire         reset,        
    input  wire         start,
    input  wire [31:0]  addr,
    input  wire [15:0]  transfer_size,
    output reg  [31:0]  awaddr,
    output reg          awvalid,
    input  wire         awready,
    output reg  [31:0]  wdata,
    output reg          wvalid,
    output reg  [3:0]   wstrb,
    input  wire         wready,
    input  wire         bvalid,
    output reg          bready,
    input  wire [31:0]  data_in,
    input  wire         empty,
    output reg          rd_en,
    output reg          busy,
    output reg          done
);
  localparam IDLE=2'd0, ADDR=2'd1, DATA=2'd2, RESP=2'd3;
  reg [1:0] state;
  reg [31:0] addr_reg;
  reg [15:0] count;
  reg        have_word;
  reg        rd_pending;
  reg [31:0] word_q;
  reg        hold_bready;
  reg awvalid_r, wvalid_r;
  always @(posedge clk) begin
    if (reset) begin
      state   <= IDLE;
      awaddr  <= 32'd0;
      awvalid <= 1'b0; awvalid_r <= 1'b0;
      wdata   <= 32'd0; wvalid <= 1'b0; wvalid_r <= 1'b0;
      wstrb   <= 4'b1111;
      bready  <= 1'b0;
      rd_en   <= 1'b0;
      busy    <= 1'b0;
      done    <= 1'b0;
      addr_reg<= 32'd0;
      count   <= 16'd0;
      have_word <= 1'b0;
      rd_pending<= 1'b0;
      word_q    <= 32'd0;
      hold_bready <= 1'b0;
    end else begin
      awvalid <= awvalid_r;
      wvalid  <= wvalid_r;
      bready  <= 1'b0;
      rd_en   <= 1'b0;
      done    <= 1'b0;
      busy    <= (state != IDLE);
      case (state)
        IDLE: begin
          if (start && !empty && (transfer_size!=16'd0)) begin
            addr_reg <= {addr[31:2], 2'b00};
            count    <= 16'd0;
            awaddr   <= {addr[31:2], 2'b00};
            awvalid_r<= 1'b1;
            state    <= ADDR;
          end
        end
        ADDR: begin
          if (awvalid && awready) begin
            awvalid_r  <= 1'b0;
            have_word  <= 1'b0;
            rd_pending <= 1'b1;
            rd_en      <= 1'b1;  
            state      <= DATA;
          end
        end
        DATA: begin
          if (rd_pending) begin
            rd_pending <= 1'b0;
          end else if (!have_word) begin
            word_q    <= data_in;
            wdata     <= data_in;
            wvalid_r  <= 1'b1;
            wstrb     <= 4'b1111;
            have_word <= 1'b1;
          end else begin
            wdata     <= word_q;
            wvalid_r  <= 1'b1;
          end
          if (wvalid && wready) begin
            bready      <= 1'b1;
            hold_bready <= 1'b1;
            count       <= count + 16'd4;
            wvalid_r    <= 1'b0;
            state       <= RESP;
          end
        end
        RESP: begin
          bready <= hold_bready;  
          if (bvalid && bready) begin
            hold_bready <= 1'b0;
            if (count < transfer_size) begin
              awaddr   <= addr_reg + 32'd4;
              awvalid_r<= 1'b1;
              addr_reg <= addr_reg + 32'd4;
              have_word<= 1'b0;
              state    <= ADDR;
            end else begin
              done  <= 1'b1;
              state <= IDLE;
            end
          end
        end
      endcase
    end
  end
endmodule
==> run.sh <==
#!/bin/bash
# OpenROAD 26Q1-2900-gdf79404cd8, Yosys 0.63+post, stock flow scripts
make -C /OpenROAD-flow-scripts/flow DESIGN_CONFIG=/design/flow/config.mk WORK_HOME=/design/flow/orfs finish
==> config.mk <==
export PLATFORM = sky130hd
export DESIGN_NAME = dma_engine
export DESIGN_NICKNAME = dma_engine
export VERILOG_FILES = /design/flow/design.v
export SDC_FILE = /design/flow/constraint.sdc
export NUM_CORES = 4
export LEC_CHECK = 1
export CORE_UTILIZATION = 30
==> constraint.sdc <==
current_design dma_engine

set clk_period 5.7
set clk_io_pct 0.2

create_clock -name clk0 -period $clk_period [get_ports {clk}]

set non_clock_inputs [all_inputs -no_clocks]
set_input_delay [expr $clk_period * $clk_io_pct] -clock clk0 $non_clock_inputs
set_output_delay [expr $clk_period * $clk_io_pct] -clock clk0 [all_outputs]
==> out/qor.yml <==
route.detailed.vias_per_inst: 5.45
yosys-stat-cells: 1820
core-area_um2: 45500
design_area_um2: 18200
max_clock_freq_mhz: 210
cts_root_buf: "clkbuf_16"
layout.cells.most_common: "nand2_1"
place_area_um2: 17100
die_h_um: 217
port_buffers: 285
final_total_negative_setup_slack_ns: 0
synth_seq_share_pct: 37.3
timing.max_slew.rel_slack_pct: 37.1
gr-usage-met2_pct: 32.7
vdd_drop_max_mv: 0.225
h-tree-depth: 2
power.density_nw_per_um2: 257
area_of_the_mapped_netlist_um2: 13800
dp.final_hpwl_mm: 34.8
dr_total_vias: 14535
tritoncts: "yes"
number_of_warnings_reported_in_the_yosys_synthesis_log: 3
cp.arrival_ns: 5.23
p_leak_uw: 0.00623
timing_worst_slew_pin_value_ns: 0.935
antenna_found_initial: 2
hold_class: "reg2reg"
grt_start_max_net_pins: 75
final_ws_setup_ns: 0.939
synth_flops: 258
weighted_congestion_reported_at_the_end_of_routability_driven_placement: 0.906
synth_cell_type_count: 91
cts_hold_buf: 0
rsz_0062_raised_after_global_routing: "false"
pre_cts_slack_ns: 0.999
ctsResizeCount: 0
ioPinCount: 298
layout_worst_path_cycle_share_pct: 83.5
layout.cells.most_common_list: "nand2_1, clkdlybuf4s50_1, dfxtp_1"
edf_count: 0
netlist_instances: 1820
syn2layout_area_growth_pct: 31.6
final.min_clock_period_ns: 4.76
first_iter_violations: 1263
dieWidth_um: 217
first_pass_grt_wire_length_mm: 76.8
globalRouteMet3Util_pct: 5.75
remaining_drc_errors: 0
post_synth.cell_area_avg_um2: 7.61
place_inst: 2608
drt_pre_antenna_iters: 6
worst_setup_start_kind: "flop"
grt_most_used_layer: "met2"
grt.met1_usage_pct: 28.9
layout_top_registers: "rem_bytes_r x32, u_axi_read_block.data_out x32, u_axi_write_block.word_q x32"
clk_pin_slew_worst_paths_ns: 0.06
critical_path.endpoint_type: "flop"
crit_path_max_fanout: 6
synth-main-ff-cell: "dfxtp_1"
criticalPathCategory: "reg2reg"
status: "completed"
async_flop_share_pct: 0
std_cell_rows: 78
tritoncts_num_sinks: 258
floorplan.core_util_pct: 30.4
timing_max_transition_violations_final: 0
post_cts.repair.setup_buffers: 0
setup_violations: 0
cts_buffers: 34
final_cell_count_no_fill: 2667
postRouteAntennaNets: 0
design.die.area_um2: 47000
cap_violations: 0
grt_remaining_overflow: 0
number_of_global_route_vias_before_repair: 13624
grt_util_all_layers_pct: 21.0
wl_mm: 49.3
drt-wirelength-per-cell_um: 18.5
skew_ns: 0.0234
worst_ep_required_time_ns: 6.17
tool_warnings: 29
post_route_cells_drive_above_1_share_pct: 6.20
timing.final.hold_violations: 0
ys_chip_area_um2: 13800
clock.latency.late_pin_ns: 0.54
cts_buffer_depth: 3
==> final cells by class <==
type / instances / area, µm²
Fill cell: 4552 / 27300
Multi-Input combinational cell: 1408 / 8070
Sequential cell: 258 / 5170
Timing Repair Buffer: 310 / 3040
Clock buffer: 52 / 980
Tap cell: 600 / 751
Inverter: 32 / 123
Clock inverter: 6 / 87.6
Antenna cell: 1 / 2.50
==> cell families (layout without fill, tap and decap cells) <==
group / after synthesis / count (layout) / share of synthesized area (%)
and+or+nand+nor: 784 / 784 / 26.5
AOI/OAI and AO/OA: 550 / 550 / 26.1
DFF: 258 / 258 / 37.3
buffers and inverters: 160 / 400 / 4.76
adders and majority gates: 31 / 31 / 2.91
xor gates and xnor gates: 24 / 24 / 1.52
muxes: 11 / 11 / 0.813
other: 2 / 9 / 0.0543
==> cells in the mapped netlist, types with 18 or more instances <==
master	count	area share (%)
nand4_1	34	1.5
nor3_1	63	2.3
o21ai_0	84	3.0
o22ai_1	20	0.90
and2_1	19	0.86
dfxtp_1	258	37
xor2_1	18	1.1
a21oi_1	200	7.2
nor2_1	166	4.5
nand2_1	306	8.3
ha_1	29	2.6
nor4_1	21	0.95
and3_1	29	1.3
clkbuf_1	103	2.8
a211oi_1	24	1.3
inv_1	29	0.79
nand3_1	70	2.5
==> where the power goes <==
part / switching (µW) / leakage (µW) / internal (µW)
Clock: 824 / 0.000520 / 1270
Combinational: 367 / 0.00362 / 282
Sequential: 80.0 / 0.00209 / 1860
==> routing by layer <==
| metal | wire length (µm) | up-vias | share of wire (%) |
|---|---|---|---|
| met5 | 11 | - | 0.022 |
| li1 | - | 7109 | - |
| met3 | 4340 | 85 | 8.8 |
| met4 | 1640 | 2 | 3.3 |
| met2 | 22300 | 574 | 45 |
| met1 | 21000 | 6765 | 43 |
==> stage by stage <==
stage          utilization [%]  hold slack (ns)  power, µW
2_1_floorplan                -            0.407       2340
3_3_place_gp              37.7            0.420       2610
3_5_place_dp              37.7            0.430       2610
4_1_cts                   40.1            0.447       4740
5_1_grt                   40.1            0.469       4890
6_report                  40.1            0.442       4680
==> critical path: stages, from the launching register on <==
cell     delay (ns)
dfxtp_1        0.35
or4_4          0.57
nor3_1         0.44
nand4_1        0.28
a21oi_1        0.37
mux2i_1        0.59
nor2b_1        0.27
xnor2_1        0.10
ha_1           0.32
a21o_1         0.18
a21o_1         0.17
a21oi_1        0.33
o32a_1         0.27
nand3_4        0.10
a21oi_2        0.16
o221a_1        0.19
==> worst paths after layout <==
check | startpoint | to | slack, ns | depth (start not counted)
worst max-delay path | rem_bytes_r[20] | burst_len_r[4] | 0.94 | 15
worst min-delay path | u_axi_read_block.state[3] | u_axi_read_block.state[0] | 0.44 | 1
worst min register to register | u_axi_read_block.state[3] | u_axi_read_block.state[0] | 0.44 | 1
worst max register to register | rem_bytes_r[20] | burst_len_r[4] | 0.94 | 15
No activity file was given, so power comes from the tool's default toggle rates.
